[run.sh]
#!/bin/bash
# OpenROAD 26Q1-2900-gdf79404cd8, Yosys 0.63+post, stock flow scripts
make -C /OpenROAD-flow-scripts/flow DESIGN_CONFIG=/design/flow/config.mk WORK_HOME=/design/flow/orfs finish
[config.mk]
export PLATFORM = sky130hd
export DESIGN_NAME = regfile
export DESIGN_NICKNAME = regfile
export VERILOG_FILES = /design/flow/design.v
export SDC_FILE = /design/flow/constraint.sdc
export NUM_CORES = 4
export LEC_CHECK = 1
export CORE_UTILIZATION = 40
[constraint.sdc]
current_design regfile

set clk_period 8.7
set clk_io_pct 0.2

create_clock -name clk0 -period $clk_period [get_ports {i_clk}]

set non_clock_inputs [all_inputs -no_clocks]
set_input_delay [expr $clk_period * $clk_io_pct] -clock clk0 $non_clock_inputs
set_output_delay [expr $clk_period * $clk_io_pct] -clock clk0 [all_outputs]
[design.v]
module regfile (
  input  logic [ 4:0]  i_rs1_addr,
  input  logic [ 4:0]  i_rs2_addr,
  input  logic [ 4:0]  i_rd_addr ,
  input  logic [31:0]  i_rd_data ,
  input  logic         i_clk     ,
  input  logic         i_rd_wren ,
  input  logic         i_rst     ,
  output logic [31:0]  o_rs1_data,
  output logic [31:0]  o_rs2_data,
  output logic [31:0]  checkx1   ,   
  output logic [31:0]  checkx2   ,
  output logic [31:0]  checkx3   ,
  output logic [31:0]  checkx4   ,
  output logic [31:0]  checkx5   ,
  output logic [31:0]  checkx6   ,
  output logic [31:0]  checkx7
);
  logic [31:0] Registers[31:0];
  integer j;
  always_comb begin
    o_rs1_data = Registers[i_rs1_addr];
    o_rs2_data = Registers[i_rs2_addr];
    checkx1 = Registers[1];
    checkx2 = Registers[2];
    checkx3 = Registers[3];
    checkx4 = Registers[4];
    checkx5 = Registers[5];
    checkx6 = Registers[6];
	 checkx7 = Registers[7];
  end
  always_ff @(negedge i_clk or negedge i_rst) begin
    if (!i_rst) begin
      for(j = 0; j < 32;j = j + 1) begin
        Registers[j] <= 32'd0;
      end
    end else if (i_rd_wren && (|i_rd_addr)) begin     
      Registers[i_rd_addr] <= i_rd_data;
    end
  end
endmodule
==> flow_summary_export.csv <==
group,metric,value,unit
run_status,outcome,"finished, final reports clean",
power_and_ir_drop,leakage,27.53,nW
route,drc_errors,0,
final_timing,finalSetupViolations,0,
final_timing,hold_viol_final,0,
critical_path,critPathRequiredTime,6.96,ns
critical_path,max_stage_delay,0.44,ns
logic_synthesis,ff_type,"dfrtn_1",
layout,syn_to_final_growth,23.44,%
floorplan,io_pins,338,
clock_tree,h-tree-depth,3,
logic_synthesis,synth_flops,1024,
clock_tree,clkLatencyLatePin,0.68,ns
floorplan,fp_util,40.41,%
layout,top_regs,"Registers: 1024 flops",
critical_path,cp_top_family,"simple AND/OR/NAND/NOR gates",
floorplan,rows,131,
floorplan,die_y,361.4,um
global_route,grtUsageTotal,47.08,%
global_route,grt_pass1_wl,398.9,mm
power_and_ir_drop,ir_drop,161.7,uV
critical_path,r2r_setup_slack,7.61,ns
final_timing,maxSlewHeadroom,12.36,%
layout,largest_reg_flops,1024,
logic_synthesis,enable_flop_cells,0,
logic_synthesis,postSynthAreaPerCell,11.77,um^2
final_timing,slew_violations,0,
route,first_pass_iters,8,
layout,drive_above_1_share,36.72,%
place,place.gp.congestion,1.067,
place,hpwl,185.1,mm
logic_synthesis,top_area_cell,"dfrtn_1",
power_and_ir_drop,total_power,14.69,mW
logic_synthesis,ys_cells,4389,
critical_path,critPathCaptureType,"output pin",
hold_path,min_path_type,"register to register",
final_timing,skew,0,ns
place,io_buffer_count,337,
route,drtAntennaViolNets,0,
clock_tree,clk_pin_slew,0.05,ns
global_route,antenna_found_initial,19,
final_timing,rsz0062_at_grt,"true",
route,drt-total-wl,297.6,mm
final_timing,hold_ws,0.3476,ns
final_timing,timing.setup.tns,0,ns
final_timing,worst_pin_slew,1.313,ns
global_route,grt_remaining_overflow,0,
job,warning_count,32,
clock_tree,cts_tree,"done",
logic_synthesis,ys_chip_area,51670,um^2
power_and_ir_drop,power.density,230.3,nW/um^2
floorplan,coreArea,127800,um^2
place,dp_slack,0.1499,ns
layout,fill_cells,11190,
clock_tree,hold_buffers,0,
logic_synthesis,syn-instance-count,4389,
clock_tree,cts_buffers,115,
logic_synthesis,topCellsByArea,"dfrtn_1, mux2_2, a22oi_1, buf_2, clkbuf_1",
global_route,grt_max_degree,115,
logic_synthesis,async_flop_share,100.0,%
global_route,first_global_vias,46460,
clock_tree,cts_sinks,1024,
logic_synthesis,top_cell_area_share,49.59,%
route,drt_iter0_markers,5713,
logic_synthesis,synth_cell_types,70,
floorplan,chipArea,130600,um^2
layout,fin_util,49.89,%
critical_path,critPathSlowestCell,"clkdlybuf4s50_1",
critical_path,crit_chain,"mux2_2 -> a32oi_1 -> nand2_1 -> nor4_2 -> a21oi_1 -> clkdlybuf4s50_1",
logic_synthesis,syn_area,51670,um^2
route,wire_per_inst,45.45,um
route,dr_total_vias,47110,
final_timing,setup_slack,0.005305,ns
route,via_per_inst,7.196,
floorplan,die_w,361.4,um
clock_tree,cts_root_buffer,"clkbuf_16",
clock_tree,cts_buffer_depth,3,
critical_path,path_buffers,1,
critical_path,arrival,6.95,ns
critical_path,path_class,"register to output pin",
layout,regMostFlops,"Registers",
critical_path,critPathLaunchType,"register",
logic_synthesis,yosys.stat.seqShare,49.59,%
job,maxCapViolCount,0,
critical_path,cp_max_fo,3,
logic_synthesis,ys_warn_count,2,
## synthesized netlist by cell type (all sizes together) (5+ instances only)
cell type	number
a2111oi	10
a211oi	7
a21oi	75
a221o	6
a221oi	28
a222oi	26
a22o	55
a22oi	700
a2bb2oi	5
a31oi	29
a32o	5
a32oi	27
and2	10
and3	11
and4	11
buf	249
clkbuf	202
dfrtn	1024
inv	5
mux2	1017
mux2i	61
mux4	5
nand2	196
nand2b	17
nand3	45
nand3b	9
nand4	92
nor2	192
nor2b	17
nor3	79
nor4	22
o2111ai	7
o211ai	10
o21ai	35
o22a	9
o22ai	20
o2bb2ai	6
o32a	10
or2	5
or3	9
or3b	5
or4	5
## metal layers
metal / global-route usage, % / vias to the layer above / wire length [um]
met1: 58.94 / 23570 / 104400
met3: 31.49 / 1404 / 52120
met4: 27.68 / 38 / 24220
met2: 60.36 / 4411 / 116100
met5: 2.405 / - / 741
li1: - / 17690 / -
## through the flow
step	cell area, um^2	instances
2_1_floorplan	51670	4389
3_3_place_gp	58830	6267
3_5_place_dp	58830	6267
4_1_cts	63400	6515
5_1_grt	63740	6530
6_report	63780	6547
## area by class of cell
type	instances	area, um^2	share of cell area, %
clock inverter	63	842.1	1.320
clock buffer	150	3242	5.083
inverter	5	18.77	0.02943
tap	1662	2079	3.260
sequential	1024	25620	40.18
timing repair buffer	716	6944	10.89
antenna	18	45.04	0.07062
multi-input combinational	2909	24990	39.17
## repair_timing
item                       in CTS  in global routing
setup endpoints to repair      35                 33
pin swaps                      43                 34
buffers inserted               36                 14
gates resized                  63                 53
## logic make-up after synthesis
group | Yosys count | synth area share (%)
multiplexers | 1083 | 23.56
buffers and inverters | 456 | 3.923
flip-flops | 1024 | 49.59
AND/OR/NAND/NOR | 736 | 7.112
AND-OR/OR-AND | 1090 | 15.81
## path summary, 6_finish.rpt
kind | from | endpoint | cells after the start
max in group asynchronous | i_rst | Registers[0][31]$_DFFE_NN0P_ | 2
max | Registers[5][15]$_DFFE_NN0P_ | o_rs2_data[15] | 6
min in group asynchronous | i_rst | Registers[31][13]$_DFFE_NN0P_ | 1
max reg2reg | Registers[6][31]$_DFFE_NN0P_ | Registers[6][31]$_DFFE_NN0P_ | 2
min | Registers[0][5]$_DFFE_NN0P_ | Registers[0][5]$_DFFE_NN0P_ | 0
min reg2reg | Registers[0][5]$_DFFE_NN0P_ | Registers[0][5]$_DFFE_NN0P_ | 0
## cell usage in the layout, fill, tap and decap left out, types with 62 or more instances in the layout
master | netlist | routed
dfrtn_1 | 1024 | 1024
buf_4 | 17 | 316
nand2_1 | 195 | 184
a22oi_1 | 700 | 693
nor2_1 | 164 | 121
nor3_1 | 75 | 65
a21oi_1 | 75 | 62
clkbuf_16 | 0 | 117
nand4_1 | 92 | 92
clkdlybuf4s50_1 | 0 | 310
mux2_2 | 1009 | 1008
buf_12 | 0 | 62
## power breakdown
group / internal (mW) / leakage [nW] / switching (mW) / total (mW)
clock network: 3.18 / 2.01 / 2.16 / 5.34
logic: 1.47 / 12.4 / 1.13 / 2.60
registers: 5.75 / 13.1 / 1.01 / 6.76
total: 10.4 / 27.5 / 4.30 / 14.7
Power is estimated from default activity; no workload was simulated.
