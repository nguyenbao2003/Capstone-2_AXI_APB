File: flow/run.sh
#!/bin/bash
# OpenROAD 26Q1-2900-gdf79404cd8, Yosys 0.63+post, stock flow scripts
make -C /OpenROAD-flow-scripts/flow DESIGN_CONFIG=/design/flow/config.mk WORK_HOME=/design/flow/orfs finish
File: flow/constraint.sdc
current_design lsu

set clk_period 38.5
set clk_io_pct 0.2

create_clock -name clk0 -period $clk_period [get_ports {i_clk}]

set non_clock_inputs [all_inputs -no_clocks]
set_input_delay [expr $clk_period * $clk_io_pct] -clock clk0 $non_clock_inputs
set_output_delay [expr $clk_period * $clk_io_pct] -clock clk0 [all_outputs]
File: flow/design.v
module lsu (
  input  logic           i_clk      ,   
  input  logic           i_rst      ,   
  input  logic [31:0]    i_st_data  ,   
  input  logic [31:0]    i_lsu_addr ,   
  input  logic           i_lsu_wren ,   
  input  logic [2:0]     funct3     ,
  input	logic	[31:0] 	 i_io_sw    ,   
  input	logic	[31:0] 	 i_io_btn   ,   
  output logic [31:0]    o_ld_data  ,   
  output logic [6:0] 	 o_io_hex0  ,   
  output logic [6:0] 	 o_io_hex1  ,
  output logic [6:0] 	 o_io_hex2  ,
  output logic [6:0] 	 o_io_hex3  ,
  output logic [6:0] 	 o_io_hex4  ,
  output logic [6:0] 	 o_io_hex5  ,
  output logic [6:0] 	 o_io_hex6  ,
  output logic [6:0] 	 o_io_hex7  ,
  output logic [31:0] 	 o_io_ledg  ,   
  output logic [31:0] 	 o_io_ledr  ,   
  output logic [ 4:0]    o_apb_paddr_reg,
  output logic [31:0]    o_apb_pwdata_reg,
  output logic [ 1:0]    o_apb_sel_reg,
  output logic [ 1:0]    o_apb_control_reg
);
  logic [ 7:0] reg_7_segment [7:0];
  logic [31:0] sram_ld_data;
  logic [31:0] sram_st_data;
  logic [1:0]  byte_offset;
  localparam [31:0] RED_LED_START    = 32'h7000, RED_LED_END   = 32'h700F;
  localparam [31:0] GREEN_LED_START  = 32'h7010, GREEN_LED_END = 32'h701F;
  localparam [31:0] SEVEN_SEG_START  = 32'h7020   , SEVEN_SEG_END = 32'h7027;
  localparam [31:0] LCD_CTRL_START   = 32'h7030, LCD_CTRL_END  = 32'h703F;
  localparam [31:0] SWITCH_START     = 32'h7800, SWITCH_END    = 32'h780F;
  localparam [31:0] BUTTON_START     = 32'h7810, BUTTON_END    = 32'h781F;
  localparam [31:0] APB_PADDR     = 32'h7900;  
  localparam [31:0] APB_PWDATA     = 32'h7904;  
  localparam [31:0] APB_SEL     = 32'h7908;    
  localparam [31:0] APB_CONTROL     = 32'h790C;  
  localparam [31:0] SDRAM_START      = 32'h2000, SDRAM_END     = 32'h3FFF;
  localparam F3_B   = 3'b000;   
  localparam F3_H   = 3'b001;   
  localparam F3_W   = 3'b010;   
  localparam F3_BU  = 3'b100;   
  localparam F3_HU  = 3'b101;   
  assign byte_offset = i_lsu_addr[1:0];
  logic [31:0] mem [255:0];
  logic [12:0] i_addr;
  assign i_addr  = {i_lsu_addr[12:2],2'b0};
  always_ff @(negedge i_clk) begin
    sram_ld_data <= mem[i_addr];
  end
  always_ff @(posedge i_clk) begin
    if (i_lsu_wren)
      mem[i_addr] <= sram_st_data;
  end
  logic [31:0] ld_data;
  always_comb begin 
    case(i_lsu_addr[1:0]) 
      2'b00: ld_data = sram_ld_data;
      2'b01: ld_data = {8'b0, sram_ld_data[31:8]};
      2'b10: ld_data = {16'b0, sram_ld_data[31:16]};
      2'b11: ld_data = {24'b0, sram_ld_data[31:24]};
    endcase
  end
  always_comb begin
    o_ld_data = 32'b0;
      if (!i_lsu_wren) begin
		  if (i_lsu_addr >= SDRAM_START && i_lsu_addr <= SDRAM_END) begin
		    o_ld_data = ld_data;
			 case (funct3)
			   F3_W: begin  
				o_ld_data = ld_data;
			 end
			 F3_H: begin  
				if (byte_offset != 2'b11)
				  o_ld_data = {{16{ld_data[15]}},ld_data[15:0]};
				else
				  o_ld_data = 32'b0;  
			 end
			 F3_B: begin  
			   o_ld_data = {{24{ld_data[7]}},ld_data[7:0]};
			 end
			 F3_BU: begin  
			   o_ld_data = {24'b0,ld_data[7:0]};
			 end
			 F3_HU: begin  
			   if (byte_offset != 2'b11)
				  o_ld_data = {16'b0,ld_data[15:0]};
				else
				  o_ld_data = 32'b0;  
			 end
			 default : o_ld_data = 32'b0;  
		  endcase	
		  end else if (i_lsu_addr >= RED_LED_START && i_lsu_addr <= RED_LED_END) begin
				o_ld_data = {15'b0, o_io_ledr[16:0]};
			end else if (i_lsu_addr >= GREEN_LED_START && i_lsu_addr <= GREEN_LED_END) begin
				o_ld_data = {24'b0, o_io_ledg[7:0]};
			end else if (i_lsu_addr >= 32'h7020 && i_lsu_addr <= 32'h7023) begin
				case (funct3)
					F3_W: begin  
						case (byte_offset)
							2'b00:
								o_ld_data = {reg_7_segment[3], reg_7_segment[2], reg_7_segment[1], reg_7_segment[0]};
							2'b01: 
								o_ld_data = {8'b0,reg_7_segment[3], reg_7_segment[2], reg_7_segment[1]};
							2'b10:
								o_ld_data = {16'b0,reg_7_segment[3], reg_7_segment[2]};
							2'b11:
								o_ld_data = {24'b0,reg_7_segment[3]};
						endcase		
					end
					F3_H: begin  
						case (byte_offset)
							2'b00:
								o_ld_data = {{16{reg_7_segment[1][7]}}, reg_7_segment[1], reg_7_segment[0]};
							2'b01: 
								o_ld_data = {{16{reg_7_segment[2][7]}}, reg_7_segment[2], reg_7_segment[1]};
							2'b10:
								o_ld_data = {{16{reg_7_segment[3][7]}},reg_7_segment[3], reg_7_segment[2]};
							2'b11:
								o_ld_data = 32'b0;  
						endcase	
					end
					F3_B: begin  
						case (byte_offset)
							2'b00:
								o_ld_data = {{24{reg_7_segment[0][7]}}, reg_7_segment[0]};
							2'b01: 
								o_ld_data = {{24{reg_7_segment[1][7]}}, reg_7_segment[1]};
							2'b10:
								o_ld_data = {{24{reg_7_segment[2][7]}}, reg_7_segment[2]};
							2'b11:
								o_ld_data = {{24{reg_7_segment[3][7]}},reg_7_segment[3]};
						endcase
					end
					F3_BU: begin  
							case (byte_offset)
							2'b00:
								o_ld_data = {24'b0, reg_7_segment[0]};
							2'b01: 
								o_ld_data = {24'b0, reg_7_segment[1]};
							2'b10:
								o_ld_data = {24'b0, reg_7_segment[2]};
							2'b11:
								o_ld_data = {24'b0,reg_7_segment[3]};
						endcase
					end
					F3_HU: begin  
						case (byte_offset)
							2'b00:
								o_ld_data = {16'b0, reg_7_segment[1], reg_7_segment[0]};
							2'b01: 
								o_ld_data = {16'b0, reg_7_segment[2], reg_7_segment[1]};
							2'b10:
								o_ld_data = {16'b0,reg_7_segment[3], reg_7_segment[2]};
							2'b11:
								o_ld_data = 32'b0;  
						endcase	
					end
					default : o_ld_data = 32'b0;  
				endcase
			end else if (i_lsu_addr >= 32'h7024 && i_lsu_addr <= 32'h7027) begin
				case (funct3)
					F3_W: begin  
						case (byte_offset)
							2'b00:
								o_ld_data = {reg_7_segment[7], reg_7_segment[6], reg_7_segment[5], reg_7_segment[4]};
							2'b01: 
								o_ld_data = {8'b0,reg_7_segment[7], reg_7_segment[6], reg_7_segment[5]};
							2'b10:
								o_ld_data = {16'b0,reg_7_segment[7], reg_7_segment[6]};
							2'b11:
								o_ld_data = {24'b0,reg_7_segment[7]};
						endcase		
					end
					F3_H: begin  
						case (byte_offset)
							2'b00:
								o_ld_data = {{16{reg_7_segment[5][7]}}, reg_7_segment[5], reg_7_segment[4]};
							2'b01: 
								o_ld_data = {{16{reg_7_segment[6][7]}}, reg_7_segment[6], reg_7_segment[5]};
							2'b10:
								o_ld_data = {{16{reg_7_segment[7][7]}},reg_7_segment[7], reg_7_segment[6]};
							2'b11:
								o_ld_data = 32'b0;  
						endcase	
					end
					F3_B: begin  
						case (byte_offset)
							2'b00:
								o_ld_data = {{24{reg_7_segment[4][7]}}, reg_7_segment[4]};
							2'b01: 
								o_ld_data = {{24{reg_7_segment[5][7]}}, reg_7_segment[5]};
							2'b10:
								o_ld_data = {{24{reg_7_segment[6][7]}}, reg_7_segment[6]};
							2'b11:
								o_ld_data = {{24{reg_7_segment[7][7]}},reg_7_segment[7]};
						endcase
					end
					F3_BU: begin  
							case (byte_offset)
							2'b00:
								o_ld_data = {24'b0, reg_7_segment[4]};
							2'b01: 
								o_ld_data = {24'b0, reg_7_segment[5]};
							2'b10:
								o_ld_data = {24'b0, reg_7_segment[6]};
							2'b11:
								o_ld_data = {24'b0,reg_7_segment[7]};
						endcase
					end
					F3_HU: begin  
						case (byte_offset)
							2'b00:
								o_ld_data = {16'b0, reg_7_segment[5], reg_7_segment[4]};
							2'b01: 
								o_ld_data = {16'b0, reg_7_segment[6], reg_7_segment[5]};
							2'b10:
								o_ld_data = {16'b0,reg_7_segment[7], reg_7_segment[6]};
							2'b11:
								o_ld_data = 32'b0;  
						endcase	
					end
					default : o_ld_data = 32'b0;  
				endcase
			end else if (i_lsu_addr >= SWITCH_START && i_lsu_addr <= SWITCH_END) begin
				o_ld_data <= {14'b0, i_io_sw[17:0]};
			end else if (i_lsu_addr >= BUTTON_START && i_lsu_addr <= BUTTON_END) begin
				o_ld_data <= {22'b0, i_io_btn[9:0]};
			end else begin
				o_ld_data = 32'b0;
			end
		end
	 end
	 always_comb begin
		sram_st_data = sram_ld_data;
		if (i_lsu_addr >= SDRAM_START && i_lsu_addr <= SDRAM_END) begin
			case (byte_offset)
				2'b00: begin
					case (funct3)
						F3_W: begin  
							sram_st_data = i_st_data;
						end
						F3_H: begin  
							sram_st_data [15:0] = i_st_data [15:0];
						end
						F3_B: begin  
							sram_st_data [7:0] = i_st_data [7:0];
						end
						default: ; 
					endcase
				end
				2'b01: begin
					case (funct3)
						F3_W: begin  
							sram_st_data [31:8] = i_st_data [23:0];
						end
						F3_H: begin  
							sram_st_data [23:8] = i_st_data [15:0];
						end
						F3_B: begin  
							sram_st_data [15:8] = i_st_data [7:0];
						end
						default: ; 
					endcase
				end
				2'b10: begin
					case (funct3)
						F3_W: begin  
							sram_st_data [31:16] = i_st_data [15:0];
						end
						F3_H: begin  
							sram_st_data [31:16] = i_st_data [15:0];
						end
						F3_B: begin  
							sram_st_data [23:16] = i_st_data [7:0];
						end
						default: ; 
					endcase
				end
				2'b11: begin
					case (funct3)
						F3_W: begin  
							sram_st_data [31:24] = i_st_data [7:0];
						end
						F3_H: begin  
							sram_st_data [31:24] = i_st_data [7:0];
						end
						F3_B: begin  
							sram_st_data [31:24] = i_st_data [7:0];
						end
						default: ; 
					endcase
				end
			endcase
		end
	 end
	 always_ff @(posedge i_clk or negedge i_rst) begin
        if (!i_rst) begin
            reg_7_segment[0] <= 8'h0;
				reg_7_segment[1] <= 8'h0;
				reg_7_segment[2] <= 8'h0;
				reg_7_segment[3] <= 8'h0;
				reg_7_segment[4] <= 8'h0;
				reg_7_segment[5] <= 8'h0;
				reg_7_segment[6] <= 8'h0;
				reg_7_segment[7] <= 8'h0;
				o_apb_paddr_reg <= 5'b0;
				o_apb_pwdata_reg <= 32'b0;
				o_apb_sel_reg <= 2'b0;
				o_apb_control_reg <= 2'b0;
            o_io_ledg <= 32'b0;
            o_io_ledr <= 32'b0;
		 end else if(i_lsu_wren) begin
			if (i_lsu_addr >= RED_LED_START && i_lsu_addr <= RED_LED_END) begin
				o_io_ledr <= i_st_data[16:0];
			end else if (i_lsu_addr >= GREEN_LED_START && i_lsu_addr <= GREEN_LED_END) begin
				o_io_ledg <= i_st_data[7:0];
			end else if (i_lsu_addr >= 32'h7020 && i_lsu_addr <= 32'h7023) begin
				case (byte_offset)
				2'b00: begin
					case (funct3)
						F3_W: begin  
							reg_7_segment[0] <= i_st_data [7:0];
							reg_7_segment[1] <= i_st_data [15:8];
							reg_7_segment[2] <= i_st_data [23:16];
							reg_7_segment[3] <= i_st_data [31:24];
						end
						F3_H: begin  
							reg_7_segment[0] <= i_st_data [7:0];
							reg_7_segment[1] <= i_st_data [15:8];
						end
						F3_B: begin  
							reg_7_segment[0] <= i_st_data [7:0];
						end
						default: ; 
					endcase
				end
				2'b01: begin
					case (funct3)
						F3_W: begin  
							reg_7_segment[1] <= i_st_data [7:0];
							reg_7_segment[2] <= i_st_data [15:8];
							reg_7_segment[3] <= i_st_data [23:16];
						end
						F3_H: begin  
							reg_7_segment[1] <= i_st_data [7:0];
							reg_7_segment[2] <= i_st_data [15:8];
						end
						F3_B: begin  
							reg_7_segment[1] <= i_st_data [7:0];
						end
						default: ; 
					endcase
				end
				2'b10: begin
					case (funct3)
						F3_W: begin  
							reg_7_segment[2] <= i_st_data [7:0];
							reg_7_segment[3] <= i_st_data [15:8];
						end
						F3_H: begin  
							reg_7_segment[2] <= i_st_data [7:0];
							reg_7_segment[3] <= i_st_data [15:8];
						end
						F3_B: begin  
							reg_7_segment[2] <= i_st_data [7:0];
						end
						default: ; 
					endcase
				end
				2'b11: begin
					case (funct3)
						F3_W: begin  
							reg_7_segment[3] <= i_st_data [7:0];
						end
						F3_H: begin  
						end
						F3_B: begin  
							reg_7_segment[3] <= i_st_data [7:0];
						end
						default: ; 
					endcase
				end
			endcase	
			end else if (i_lsu_addr >= 32'h7023 && i_lsu_addr <= 32'h7027) begin
				case (byte_offset)
				2'b00: begin
					case (funct3)
						F3_W: begin  
							reg_7_segment[4] <= i_st_data [7:0];
							reg_7_segment[5] <= i_st_data [15:8];
							reg_7_segment[6] <= i_st_data [23:16];
							reg_7_segment[7] <= i_st_data [31:24];
						end
						F3_H: begin  
							reg_7_segment[4] <= i_st_data [7:0];
							reg_7_segment[5] <= i_st_data [15:8];
						end
						F3_B: begin  
							reg_7_segment[4] <= i_st_data [7:0];
						end
						default: ; 
					endcase
				end
				2'b01: begin
					case (funct3)
						F3_W: begin  
							reg_7_segment[5] <= i_st_data [7:0];
							reg_7_segment[6] <= i_st_data [15:8];
							reg_7_segment[7] <= i_st_data [23:16];
						end
						F3_H: begin  
							reg_7_segment[5] <= i_st_data [7:0];
							reg_7_segment[6] <= i_st_data [15:8];
						end
						F3_B: begin  
							reg_7_segment[5] <= i_st_data [7:0];
						end
						default: ; 
					endcase
				end
				2'b10: begin
					case (funct3)
						F3_W: begin  
							reg_7_segment[6] <= i_st_data [7:0];
							reg_7_segment[7] <= i_st_data [15:8];
						end
						F3_H: begin  
							reg_7_segment[6] <= i_st_data [7:0];
							reg_7_segment[7] <= i_st_data [15:8];
						end
						F3_B: begin  
							reg_7_segment[6] <= i_st_data [7:0];
						end
						default: ; 
					endcase
				end
				2'b11: begin
					case (funct3)
						F3_W: begin  
							reg_7_segment[7] <= i_st_data [7:0];
						end
						F3_H: begin  
						end
						F3_B: begin  
							reg_7_segment[7] <= i_st_data [7:0];
						end
						default: ; 
					endcase
				end
			   endcase
			end else if (i_lsu_addr == APB_PADDR) begin
			  o_apb_paddr_reg <= i_st_data[4:0];
			end else if (i_lsu_addr == APB_PWDATA) begin
			  o_apb_pwdata_reg <= i_st_data;
			end else if (i_lsu_addr == APB_SEL) begin
			  o_apb_sel_reg <= i_st_data[1:0];
			end else if (i_lsu_addr == APB_CONTROL) begin
			  o_apb_control_reg <= i_st_data[1:0];
			end
		 end
	end
    always_comb begin
        o_io_hex0 = reg_7_segment[0][6:0];
        o_io_hex1 = reg_7_segment[1][6:0];
        o_io_hex2 = reg_7_segment[2][6:0];
        o_io_hex3 = reg_7_segment[3][6:0];
        o_io_hex4 = reg_7_segment[4][6:0];
        o_io_hex5 = reg_7_segment[5][6:0];
        o_io_hex6 = reg_7_segment[6][6:0];
        o_io_hex7 = reg_7_segment[7][6:0];
    end
endmodule
File: flow/config.mk
export PLATFORM = sky130hd
export DESIGN_NAME = lsu
export DESIGN_NICKNAME = lsu
export VERILOG_FILES = /design/flow/design.v
export SDC_FILE = /design/flow/constraint.sdc
export NUM_CORES = 4
export LEC_CHECK = 1
export CORE_UTILIZATION = 40
export SYNTH_MEMORY_MAX_BITS = 65536
==> results.txt <==
fresh numbers from the pnr run: relative slew slack 25.4%, GRT Residual Overflow 0, peak supply drop 0.0489 mV, crit path DRT 30.80 ns, initial antenna violation count 6, status completed, Die Width 473 um, Clock Tree Buf Depth 3, Post-synth seq share 73.7%, critical path peak fanout 15, type of the worst setup path flip-flop to output pin, Root Buffer clkbuf_16, Worst setup SP type flip-flop, clock skew 0.0706 ns, Reg-to-Reg End sram_ld_data[9]$_DFF_N_, Latency at later pin 0.86 ns, layout cells sized above 1 25.6%, max FFs per register 2048, Die ar. 224000 um^2, Area growth syn-to-layout 15.7%, Worst R2R Start mem[184][9]$_DFFE_PP_, vias 48000, Vias/cell 5.93, distinct lib cells 69, Worst Path Arrival 23.55 ns, ys cells 4607, Die H 473 um, P_leak 0.0331 uW, # hold bufs at CTS 0, Routed Antenna Nets 0, Hold Crit Class flip-flop to flip-flop, port buffer count 251, # Max-Cap Violations 0, main flop type edfxtp_1, Yosys chip area 88700 um^2, Setup Buffers After CTS 0, number of hold violations in the final report 0, detailed-route wire length 268000 um, FF+latch count, synth 2210, vias in the first global route 51200, routed len/inst 33.1 um, first-pass GRT wire length 379000 um, largest register by flop count mem, number of top-level pins 327, hold path start o_apb_pwdata_reg[24]$_DFFE_PN0P_, Core Util at FP 40.3%, unrepaired setup endpoints after global routing no, Tool Warnings 99, Final Slew Violations 0, synthesized netlist cell count 4607, Top Registers mem (2048), reg_7_segment (64), pin count of the biggest net entering global routing 87, Final setup viols 0, Synth Cell Area 88700 um^2, Post-Route Setup TNS 0 ns, Pre-antenna DRT Iters 7, clock-pin slew on the worst setup and hold paths 0.06 ns, DRC viols 0, TritonCTS clock tree done, placed cells 7677, worst hold path depth 1, initial DRC count 3650, Syn. warnings 2, PwrDens 50.3 nW/um^2, Resized Gates After CTS 0, Post-synth EDFFs 2048, layout filler cell count 18200, R2R Setup Slk 16.52 ns, Final HPWL DP 164000 um, site row count 172, worst slew pin tran 1.09 ns, crit end category output pin, r2r worst-path depth 4, H-tree Lvls 4, Num CTS Buffers 214, Synth async-reset ratio 5.88%, Layout Cells excl Fill 8105, CTS Sinks 2210, Core ar. 220000 um^2, gr usage total 26.5%, post-layout power 5160 uW, Mean Syn Cell Area 19.2 um^2, GPL Wtd Cong 0.942, hold endpoint o_apb_pwdata_reg[24]$_DFFE_PN0P_
==> cell usage after synthesis, types with 7 or more instances <==
library cell | number | area [um^2]
edfxtp_1 | 2048 | 61500
mux4_2 | 517 | 11600
nand2_1 | 239 | 897
clkbuf_1 | 204 | 766
a22oi_1 | 186 | 1400
nor2_1 | 163 | 612
a21oi_1 | 152 | 761
mux2_2 | 132 | 1490
dfrtp_1 | 130 | 3250
buf_4 | 101 | 758
o21ai_0 | 72 | 360
buf_1 | 51 | 191
buf_2 | 51 | 255
a221o_1 | 49 | 490
mux2i_1 | 44 | 440
a221oi_1 | 43 | 377
o22ai_1 | 38 | 238
dfxtp_1 | 32 | 641
a211oi_1 | 27 | 203
a21boi_0 | 24 | 180
nor3_1 | 22 | 110
a222oi_1 | 21 | 210
nand4_1 | 19 | 119
a2111oi_0 | 18 | 158
nor2b_1 | 16 | 100
nand3_1 | 15 | 75.1
a21o_1 | 14 | 105
nor4_1 | 14 | 87.6
o211ai_1 | 14 | 105
nand2b_1 | 12 | 75.1
or4_1 | 12 | 90.1
or3_1 | 11 | 68.8
inv_1 | 10 | 37.5
a2bb2oi_1 | 7 | 61.3
a311oi_1 | 7 | 61.3
a31oi_1 | 7 | 43.8
==> metrics by stage <==
stage	hold slack, ns	instance area [um^2]	worst slack [ns]	util [%]
finish	0.507	103000	7.25	46.7
global route	0.517	103000	7.10	46.7
CTS	0.508	103000	7.29	46.7
detailed placement	0.495	95700	6.64	43.5
global placement	0.489	95700	6.60	43.5
floorplan	0.456	88800	9.09	-
==> layout by cell type (no fill, tap or decap), types with 18 or more instances in the layout <==
cell type        instances
a2111oi_0               18
a211oi_1                19
a21boi_0                24
a21oi_1                136
a221o_1                 49
a221oi_1                43
a222oi_1                21
a22oi_1                186
buf_4                  232
bufinv_16               18
clkbuf_1                44
clkbuf_16              219
clkdlybuf4s50_1        245
clkinv_1                46
clkinv_2                46
conb_1                  39
dfrtp_1                130
dfxtp_1                 32
edfxtp_1              2048
inv_1                   41
mux2_2                 132
mux2i_1                 44
mux4_2                 517
nand2_1                239
nand4_1                 19
nor2_1                  92
nor2_4                  68
o21ai_0                 72
o22ai_1                 38
==> routing by layer <==
layer,up-vias,track usage (%),part of all wire [%]
li1,19700,-,-
met1,24300,31.6,32
met2,3574,38.1,46
met3,452,20.8,18
met4,4,7.22,3.6
met5,-,0.108,0.0078
==> logic make-up (layout without fill, tap and decap cells) <==
family,after synthesis,after routing,synth area share [%]
DFF,2210,2210,73.7
AOI/OAI and AO/OA,723,723,5.79
muxes,693,693,15.3
and+or+nand+nor,554,554,2.79
buffers and inverters,420,920,2.29
adders and majority gates,6,6,0.0847
other,1,41,0.00423
==> layout make-up <==
cell class,count,area (um^2),area share (%)
repair buffers,483,4290,4.18
flip-flops and latches,2210,65400,63.7
well taps,2958,3700,3.61
inverters,10,37.5,0.0366
diodes,2,5.00,0.00488
clock buffers,263,5650,5.50
multi-input cells,2015,22300,21.7
clock inverters,164,1300,1.27
==> how the worst max path moves through the flow <==
stage,start,to,cells after the start
finish,sram_ld_data[31]$_DFF_N_,o_ld_data[24],6
global route,sram_ld_data[31]$_DFF_N_,o_ld_data[25],6
CTS,sram_ld_data[31]$_DFF_N_,o_ld_data[25],6
==> report_power, final <==
part           internal [uW]  switching, uW  total (uW)
Sequential              2720           15.6        2730
Combinational            105            262         367
Clock                   1170            897        2060
==> critical path, stage by stage, from the launching register on <==
cell,delay (ns)
dfxtp_1,0.57
a221oi_1,0.18
or4_1,0.54
nand4_1,0.45
a21oi_1,0.13
a2111oi_0,0.97
clkdlybuf4s50_1,0.64
Power is estimated from default activity; no workload was simulated.
