`flow/config.mk`:
```
export PLATFORM = sky130hd
export DESIGN_NAME = alu
export DESIGN_NICKNAME = alu
export VERILOG_FILES = /design/flow/design.v
export SDC_FILE = /design/flow/constraint.sdc
export NUM_CORES = 4
export LEC_CHECK = 1
export CORE_UTILIZATION = 50
```
`flow/constraint.sdc`:
```
current_design alu

set clk_period 19.1
set clk_io_pct 0.2

create_clock -name clk0 -period $clk_period

set non_clock_inputs [all_inputs -no_clocks]
set_input_delay [expr $clk_period * $clk_io_pct] -clock clk0 $non_clock_inputs
set_output_delay [expr $clk_period * $clk_io_pct] -clock clk0 [all_outputs]
```
`flow/design.v`:
```
module alu(
  input  logic [31:0]  i_operand_a, i_operand_b,   
  input  logic			  op_a_sel, op_b_sel      ,	
  input  logic [31:0]  pc                      ,
  input	logic	[31:0]  ImmExtE                 ,
  input  logic [ 3:0]  i_alu_op                ,   
  input	logic			  br_less                 ,
  input  logic         br_equal                ,
  input  logic         br_sel                  ,
  input  logic [ 6:0]  OP                      ,
  input  logic [ 2:0]  funct3                  ,
  output logic [31:0]  operand_a, operand_b    ,
  output logic         o_br_sel_final          ,
  output logic         is_branch               ,   
  output logic         is_jump                 ,   
  output logic [31:0]  o_alu_data  			         
);
  logic [31:0]   o_alu_data_temp;
  logic [31:0]   shift_temp;	
  assign operand_a = (op_a_sel)? pc : i_operand_a;
  assign operand_b = (op_b_sel)? ImmExtE : i_operand_b;
  always_comb begin
    is_branch = 1'b0;
	 is_jump = 1'b0;
	 o_br_sel_final = 1'b0;
    if (OP == 7'b1100011) begin  
	   is_branch = 1'b1;
		is_jump = 1'b0;
      case(funct3)
	     3'b000:   o_br_sel_final = (br_equal)? 1'b1 : 1'b0;  
		  3'b001:   o_br_sel_final = (~br_equal)? 1'b1 : 1'b0;  
		  3'b100:   o_br_sel_final = (br_less)? 1'b1 : 1'b0;   
		  3'b101:   o_br_sel_final = (!br_less | br_equal)? 1'b1 : 1'b0;   
		  3'b110:   o_br_sel_final = (br_less)? 1'b1 : 1'b0;   
		  3'b111:   o_br_sel_final = (!br_less | br_equal)? 1'b1 : 1'b0;  
		  default : o_br_sel_final =  1'b0;
      endcase
	 end else if ((OP == 7'b1101111) | (OP == 7'b1100111)) begin  
	   is_branch = 1'b0;
		is_jump = 1'b1;
	   o_br_sel_final = br_sel;
	 end else begin
	   is_branch = 1'b0;
		is_jump = 1'b0;
	   o_br_sel_final = br_sel;
	 end
  end
  always_comb begin
    shift_temp = operand_a;  
      case(i_alu_op)
        4'b0000: o_alu_data_temp =   operand_a + operand_b;   
        4'b0001: o_alu_data_temp =   operand_a + ~operand_b + 1;   
        4'b0010: o_alu_data_temp =   operand_a & operand_b;	   
        4'b0011: o_alu_data_temp =   operand_a | operand_b;    
		  4'b0100: begin    
		    if (operand_b[0]) shift_temp = {shift_temp[30:0], 1'b0};
          if (operand_b[1]) shift_temp = {shift_temp[29:0], 2'b00};
          if (operand_b[2]) shift_temp = {shift_temp[27:0], 4'b0000};
          if (operand_b[3]) shift_temp = {shift_temp[23:0], 8'b00000000};
          if (operand_b[4]) shift_temp = {shift_temp[15:0], 16'b0000000000000000};
          o_alu_data_temp = shift_temp;
        end 
        4'b0101: o_alu_data_temp =	(br_less) ? 32'd1 : 32'd0 ;  
		  4'b0111: begin
		    if (operand_b[0]) shift_temp = {shift_temp[31], shift_temp[31:1]};
          if (operand_b[1]) shift_temp = {{2{shift_temp[31]}}, shift_temp[31:2]};
          if (operand_b[2]) shift_temp = {{4{shift_temp[31]}}, shift_temp[31:4]};
          if (operand_b[3]) shift_temp = {{8{shift_temp[31]}}, shift_temp[31:8]};
          if (operand_b[4]) shift_temp = {{16{shift_temp[31]}}, shift_temp[31:16]};
          o_alu_data_temp = shift_temp;
		  end
        4'b1000: o_alu_data_temp =   (br_less) ? 32'd1 : 32'd0;  
        4'b1010: o_alu_data_temp =   operand_a ^ operand_b;  
        4'b1011: begin
		    if (operand_b[0]) shift_temp = {1'b0, shift_temp[31:1]};
          if (operand_b[1]) shift_temp = {2'b00, shift_temp[31:2]};
          if (operand_b[2]) shift_temp = {4'b0000, shift_temp[31:4]};
          if (operand_b[3]) shift_temp = {8'b00000000, shift_temp[31:8]};
          if (operand_b[4]) shift_temp = {16'b0000000000000000, shift_temp[31:16]};
          o_alu_data_temp = shift_temp;
		  end
		  4'b1100: o_alu_data_temp = operand_b;  
        default:  o_alu_data_temp = 32'b0;
		endcase
	end
	always_comb begin
	  o_alu_data = o_alu_data_temp;
	end
endmodule 
```
`flow/run.sh`:
```
#!/bin/bash
# OpenROAD 26Q1-2900-gdf79404cd8, Yosys 0.63+post, stock flow scripts
make -C /OpenROAD-flow-scripts/flow DESIGN_CONFIG=/design/flow/config.mk WORK_HOME=/design/flow/orfs finish
```
==> results.sh <==
# physical design summary
export IMPL_yosysWarnings=1
export IMPL_cts_resized=0
export IMPL_finalSetupTns_ns=0
export IMPL_drc=0
export IMPL_port_buffers=246
export IMPL_antenna_left=0
export IMPL_flops=0
export IMPL_syn_inst=1479
export IMPL_drv_slew=0
export IMPL_drt_wl_total_mm=44.9
export IMPL_crit_path_cell_trace="clkdlybuf4s50_1 > mux2i_4 > buf_4 > inv_4 > ha_1 > inv_1 > fa_1 > nand2b_1 > a221oi_1 > o211ai_1 > a21oi_1 > o311ai_2 > a31oi_1 > a21o_1 > a2111oi_0 > or3_1 > clkdlybuf4s50_1"
export IMPL_rows=49
export IMPL_ys_cells=1479
export IMPL_fill_cells=1569
export IMPL_track_usage=0.454
export IMPL_post_drt_via_cell_ratio=6.75
export IMPL_maxCapViolations=0
export IMPL_grt_pass1_vias=11600
export IMPL_cp_max_fo=63
export IMPL_crit_start="ImmExtE[0]"
export IMPL_worstMarginPinSlew_ns=0.930
export IMPL_die_h_microns=139
export IMPL_yosys_area_sq_mm=0.00937
export IMPL_seq_area_sq_um=0
export IMPL_comb_area_sq_mm=0.00854
export IMPL_postSynthAreaPerCell_sq_um=6.34
export IMPL_io_pins=246
export IMPL_n_antenna_cell=0
export IMPL_critical_path_depth=17
export IMPL_syn_area_sq_mm=0.00937
export IMPL_place_hpwl_mm=35.5
export IMPL_path_delay_family="AND-OR/OR-AND gates"
export IMPL_path_class="input port to output port"
export IMPL_synthTopCellsByArea="ha_1 (13%), mux2i_1 (9.0%), nor2_1 (7.7%)"
export IMPL_overflow=0
export IMPL_grt_pass1_wl_mm=67.0
export IMPL_via_count=12600
export IMPL_fmaxAchievable_ghz=0.0784
export IMPL_ys_types=75
export IMPL_pre_cts_slack_ns=6.59
export IMPL_drt_iter0_markers=1646
export IMPL_cts_hold_buffers=0
export IMPL_grt_max_degree=69
export IMPL_cp_end_kind="output port"
export IMPL_first_pass_iters=14
export IMPL_top_area_frac=0.134
export IMPL_antenna_found_initial=1
export IMPL_core_region_area_sq_mm=0.0181
export IMPL_slew_headroom=0.378
export IMPL_fin_crit_ns=12.75
export IMPL_power_density_mw_per_mm2=39.5
export IMPL_layout_drive_gt1_share=0.0634
export IMPL_num_clock_buffers=0
export IMPL_timing_final_crit_share=0.668
export IMPL_hold_viol_final=0
export IMPL_cp_start_kind="input port"
export IMPL_largest_area_cell="ha_1"
export IMPL_crit_path_top_delay_cell="buf_4"
export IMPL_arrival_ns=8.93
export IMPL_worstPathRequired_ns=15.28
export IMPL_area_delta_synth_final_pct=26.7
export IMPL_layout_setup_ws_ns=6.35
export IMPL_total_power_uw=469
export IMPL_warnings=101
export IMPL_cp_slowest_stage_delay_ns=0.59
export IMPL_fp_util=0.516
export IMPL_ys_seq_share=0
export IMPL_crit_top_cell="clkdlybuf4s50_1"
export IMPL_ir_drop_mv=0.0192
export IMPL_hold_ws_ns=8.55
export IMPL_top_cell="nor2_1"
export IMPL_wl_per_cell_microns=24.0
export IMPL_gp_congestion=1.07
export IMPL_status="finished, final reports clean"
export IMPL_leakage_nw=4.99
export IMPL_crit_buf_inv=5
export IMPL_die_x_microns=139
export IMPL_rsz0062_at_grt="no"
export IMPL_common_cells="nor2_1 (193), nand2_1 (148), a21oi_1 (138)"
export IMPL_setup_viol=0
export IMPL_hold_path_class="input port to output port"
export IMPL_post_cts_buffers=0
export IMPL_dieArea_sq_mm=0.0193
export IMPL_endpoint="o_alu_data[28]"
## cells by family after synthesis
group,after synthesis,share of synthesized area
compound gates,532,0.370
simple gates,489,0.227
fa+ha+maj,102,0.138
mux,129,0.155
buf+inv,211,0.0952
xor+xnor,16,0.0150
## how the worst min path moves through the flow
stage / startpoint / end / slack (ns) / cells past startpoint
finish: OP[2] / is_jump / 8.55 / 4
CTS: OP[2] / is_jump / 8.56 / 4
global route: OP[2] / is_jump / 8.61 / 4
## layout make-up
class | instances | share of cell area
inverter | 97 | 0.0309
multi-input combinational | 1268 | 0.719
tap | 229 | 0.0241
timing repair buffer | 276 | 0.226
## through the flow
stage | cell area, sq um | util | instances
final | 11900 | 0.654 | 1870
after CTS | 11900 | 0.654 | 1870
after global routing | 11900 | 0.654 | 1870
after detailed placement | 11900 | 0.654 | 1870
after floorplan | 9370 | - | 1479
after global placement | 11900 | 0.654 | 1870
## report_power, final
group / total, mW / internal, mW / switching, mW
clock network: 0 / 0 / 0
registers: 0 / 0 / 0
logic: 0.469 / 0.190 / 0.279
## layer usage
| metal | global-route usage | routed length [microns] | up-vias |
|---|---|---|---|
| li1 | - | - | 5767 |
| met1 | 0.623 | 18000 | 5762 |
| met2 | 0.665 | 18600 | 971 |
| met3 | 0.174 | 6880 | 118 |
| met4 | 0.117 | 1420 | 2 |
| met5 | 0 | 8 | - |
## cell usage in the layout (no fill, tap or decap), types with 7 or more instances in the layout
| cell | Yosys | routed |
|---|---|---|
| inv_2 | 8 | 9 |
| mux2i_1 | 84 | 80 |
| clkdlybuf4s50_1 | 0 | 244 |
| buf_4 | 3 | 30 |
| nor3_1 | 36 | 35 |
| mux2i_2 | 15 | 15 |
| and2_1 | 7 | 7 |
| a31oi_1 | 20 | 20 |
| o21ai_1 | 9 | 9 |
| nor2_1 | 193 | 193 |
| a22oi_1 | 10 | 10 |
| inv_1 | 88 | 87 |
| a221oi_1 | 30 | 30 |
| nand2_1 | 148 | 148 |
| a221o_1 | 7 | 7 |
| nand2b_1 | 13 | 13 |
| o21a_1 | 10 | 10 |
| a21o_1 | 22 | 22 |
| a211oi_1 | 35 | 35 |
| o21bai_1 | 13 | 13 |
| mux2i_4 | 5 | 9 |
| o21ai_0 | 113 | 113 |
| nor4_1 | 9 | 8 |
| a21oi_1 | 138 | 138 |
| nand3_1 | 37 | 37 |
| o211ai_1 | 41 | 41 |
| xnor2_1 | 15 | 15 |
| or3_1 | 8 | 8 |
| o221ai_1 | 14 | 14 |
| nand4_1 | 7 | 7 |
| ha_1 | 100 | 100 |
| o2111ai_1 | 7 | 7 |
| nor2b_1 | 10 | 9 |
| mux2_2 | 24 | 24 |
| o22ai_1 | 16 | 16 |
